$ cat config.mk
export PLATFORM = sky130hd
export DESIGN_NAME = Main_Processor
export DESIGN_NICKNAME = Main_Processor
export VERILOG_FILES = /design/flow/design.v
export SDC_FILE = /design/flow/constraint.sdc
export NUM_CORES = 4
export LEC_CHECK = 1
export CORE_AREA = 10 10 93 93
export DIE_AREA = 0 0 103 103
export SYNTH_MEMORY_MAX_BITS = 65536
$ cat design.v
`timescale 1ns / 1ps
module loc_control(input flagi, input [3:0]aluctri, input sign, input [5:0]func, input aluop, output [3:0]aluctr ,output flag_out, output extop);
reg [3:0]temp;
reg flag;
always@(*)
	begin
	case(func) 
				6'b100000: 
				begin
				temp <= 4'b0000;
				flag = 0;
				end
				6'b100100: 
				begin
				temp <= 4'b0100;
				flag = 0;
				end
				6'b100101: 
				begin
				temp <= 4'b0101;
				flag = 0;
				end
				6'b100010: 
				begin
				temp <= 4'b0001;
				flag = 0;
				end
				6'b100111: 
				begin
				temp <= 4'b1001;
				flag = 0;
				end
				6'b000000: 
				begin
				temp <= 4'b0010;
				flag = 1;
				end
				6'b000100: 
				begin
				temp <= 4'b0010;
				flag = 0;
				end
				6'b000011: 
				begin
				temp <= 4'b1011;
				flag = 1;
				end
				6'b000111: 
				begin
				temp <= 4'b1011;
				flag = 0;
				end
				6'b000010: 
				begin
				temp <= 4'b0011;
				flag = 1;
				end
				6'b000110: 
				begin
				temp <= 4'b0011;
				flag = 0;
				end
				6'b100110: 
				begin
				temp <= 4'b0110;
				flag = 0;
				end
				6'b101010: 
				begin
				temp <= 4'b1000;
				flag = 0;
				end
				6'b101011: 
				begin
				temp <= 4'b1101;
				flag = 0;
				end
	endcase
	end
assign flag_out = (~aluop)&flag|(aluop)&flagi; 
assign aluctr  = ({ 4{(~aluop)} }&temp) | ({ 4{aluop} }&aluctri);
assign extop = (aluop&sign)|((~aluop)&sign);
endmodule
module control(input [5:0]opcode, input signbit, input [5:0]func, output regdst, output regwrite, output extop, output alusrc, output [3:0]aluctr, output b, output j, output flag, output memorytoreg, output memorywrite);
reg rdst,regwr,alusource,ext,aluop,branch,jump,memtoreg,memwr;
reg [3:0]rc;
assign regdst = rdst;
assign regwrite = regwr;
assign alusrc = alusource;
assign b = branch;
assign j = jump;
assign memorytoreg = memtoreg;
assign memorywrite = memwr;
always@(*)
begin
case(opcode)
	6'b000000: 
	begin
	rdst = 1;
	regwr = 1;
	alusource = 0;
	aluop = 0;
	jump = 0;
	branch = 0;
	memtoreg = 0;
	memwr = 0;
	end
	6'b001000: 
	begin
	rdst = 0;
	regwr = 1;
	alusource = 1;
	ext = signbit;
	aluop = 1;
	jump = 0;
	branch = 0;
	memtoreg = 0;
	memwr = 0;
	rc = 4'b0000;
	end
	6'b001100: 
	begin
	rdst = 0;
	regwr = 1;
	alusource = 1;
	ext = 0;
	aluop = 1;
	jump = 0;
	branch = 0;
	memtoreg = 0;
	memwr = 0;
	rc = 4'b0100;
	end
	6'b001101: 
	begin
	rdst = 0;
	regwr = 1;
	alusource = 1;
	ext = 0;
	aluop = 1;
	jump = 0;
	branch = 0;
	memtoreg = 0;
	memwr = 0;
	rc = 4'b0101;
	end
	6'b001110: 
	begin
	rdst = 0;
	regwr = 1;
	alusource = 1;
	ext = 0;
	aluop = 1;
	jump = 0;
	branch = 0;
	memtoreg = 0;
	memwr = 0;
	rc = 4'b0110;
	end
	6'b001010: 
	begin
	rdst = 0;
	regwr = 1;
	alusource = 1;
	ext = signbit;
	aluop = 1;
	jump = 0;
	branch = 0;
	memtoreg = 0;
	memwr = 0;
	rc = 4'b1000;
	end
	6'b001011: 
	begin
	rdst = 0;
	regwr = 1;
	alusource = 1;
	ext = signbit;
	aluop = 1;
	jump = 0;
	branch = 0;
	memtoreg = 0;
	memwr = 0;
	rc = 4'b1101;
	end
	6'b000100: 
	begin
	rdst = 0; 
	regwr = 0;
	alusource = 0;
	ext = signbit; 
	aluop = 1;
	jump = 0;
	branch = 1;
	memtoreg = 0;
	memwr = 0;
	rc = 4'b1110;
	end
	6'b000111: 
	begin
	rdst = 0; 
	regwr = 0;
	alusource = 0;
	ext = signbit; 
	aluop = 1;
	jump = 0;
	branch = 1;
	memtoreg = 0;
	memwr = 0;
	rc = 4'b1111;
	end
	6'b000110: 
	begin
	rdst = 0; 
	regwr = 0;
	alusource = 0;
	ext = signbit; 
	aluop = 1;
	jump = 0;
	branch = 1;
	memtoreg = 0;
	memwr = 0;
	rc = 4'b1100;
	end
	6'b000101: 
	begin
	rdst = 0; 
	regwr = 0;
	alusource = 0;
	ext = signbit; 
	aluop = 1;
	jump = 0;
	branch = 1;
	memtoreg = 0;
	memwr = 0;
	rc = 4'b1010;
	end
	6'b000010: 
	begin
	rdst = 0; 
	regwr = 0;
	alusource = 0;
	ext = signbit; 
	aluop = 1;
	jump = 1;
	branch = 0;
	memtoreg = 0; 
	memwr = 0;
	rc = 4'b0000; 
	end
	6'b000011: 
	begin
	rdst = 0; 
	regwr = 0;
	alusource = 0;
	ext = signbit; 
	aluop = 1;
	jump = 1;
	branch = 0;
	memtoreg = 0; 
	memwr = 0;
	rc = 4'b0111; 
	end
	6'b100000: 
	begin
	rdst = 0;
	regwr = 1;
	alusource = 1;
	ext = signbit;
	aluop = 1;
	jump = 0;
	branch = 0;
	memtoreg = 1;
	memwr = 0;
	rc = 4'b0000;
	end
	6'b101000: 
	begin
	rdst = 0; 
	regwr = 0;
	alusource = 1;
	ext = signbit;
	aluop = 1;
	jump = 0;
	branch = 0;
	memtoreg = 1; 
	memwr = 1;
	rc = 4'b0000;
	end
endcase
end
loc_control l1(1'b0,rc,ext,func,aluop,aluctr[3:0],flag,extop);
endmodule
module ALU(input [3:0]c, input [31:0]x1, input [31:0]x2, output [31:0]y, output c_out);
reg [32:0] result;
assign y = result[31:0];
assign c_out = result[32];
always@(*)
begin
		case(c)
		4'b0000:
			result = x1+x2;
		4'b0001:
			result = x1-x2;
		4'b0010:
			result = x2<<x1;
		4'b0011:
			result = x2>>x1;
		4'b0100:
			result = x1&x2;
		4'b0101:
			result = x1|x2;
		4'b0110:
			result = x1^x2;
		4'b0111:
			result = 32'b00000000000000000000000000011111; 
		4'b1000:
			result = ($signed(x1))<($signed(x2))?32'b00000000000000000000000000000001:32'b00000000000000000000000000000000;
		4'b1001:
			result = ~(x1|x2);
		4'b1010:
			result = x1==x2?32'b00000000000000000000000000000001:32'b00000000000000000000000000000000;
		4'b1011:
			result = x2>>>x1;
		4'b1100:
			result = x1>0?32'b00000000000000000000000000000001:32'b00000000000000000000000000000000;
		4'b1101:
			result = x1<x2?32'b00000000000000000000000000000001:32'b00000000000000000000000000000000;
		4'b1110:
			result = x1==x2?32'b00000000000000000000000000000000:32'b00000000000000000000000000000001;
		4'b1111:
			result = x1>0?32'b00000000000000000000000000000000:32'b00000000000000000000000000000001;
		endcase
end
endmodule
module fetch(input clock, input branch, input zero, input jump, input [31:0]inp_instr, output [31:0]instruction, output [31:0]jal_pc);
reg [29:0] pc;
wire [29:0] updpc,brpc,broutpc,temp,nextpc,jpc;
wire sign;	
reg [7:0] InstrMem [1023:0];
initial begin
pc <= 0;
end
always@(negedge clock)
begin
	pc <= nextpc;
end
assign instruction = {{InstrMem[{{pc},{2'b11}}]},{InstrMem[{{pc},{2'b10}}]},{InstrMem[{{pc},{2'b01}}]},{InstrMem[{{pc},{2'b00}}]}}; 
assign updpc = pc+1;
assign sign = instruction[15]; 
assign brpc = updpc + {{14{(sign)}},{inp_instr[15:0]}};
assign broutpc = (({29{(~(branch&zero))}}&updpc) | ({29{(branch&zero)}}&brpc));
assign jpc = {{pc[29:26]},{inp_instr[25:0]}};
assign nextpc = (({30{(~jump)}}&broutpc) | ({30{jump}}&jpc));
assign temp = pc+(30'b000000000000000000000000000010);
assign jal_pc = {{temp},{2'b00}};
endmodule
module decode_and_execute(input clock, input [31:0]x, input [31:0]jal_pc, output [31:0]y, output wire jump, output wire branch, output wire zero, output  wire [31:0]busw, output  wire [31:0]busa, output  wire [31:0]busb);
wire [3:0]aluctr;
assign y = x[31:0];
wire extop,alusrc,temp,flag,memtoreg,regwrite,memwr,regdst;
wire [31:0]alubus;
control c1(x[31:26],x[15],x[5:0],regdst,regwrite,extop,alusrc,aluctr[3:0],branch,jump,flag,memtoreg,memwr);
reg [31:0] Registers [31:0];
reg [7:0] DataMem [1023:0];
integer i;
initial begin
	for(i=0; i<32; i=i+1)
		Registers[i] = 0;
	for(i=0; i<1024; i=i+1)
		DataMem[i] = 0;
end
always@(negedge clock)
begin
	if(regwrite)
		Registers[(({5{(~regdst)}}&x[20:16]) | ({5{regdst}}&(x[15:11])))] <= busw;
	if(memwr)
		DataMem[alubus] <= busb[7:0]; 
	case(aluctr)
	4'b0111:
		Registers[busw] <= jal_pc; 
	endcase	
end
assign busw = (alubus & {32{(~memtoreg)}}) | ({{24{DataMem[alubus][7]}},{DataMem[alubus]}} & {32{memtoreg}}); 
assign busa = (flag&({27'b000000000000000000000000000,x[10:6]})) | ((~flag)&(Registers[(x[25:21])]));
assign busb = Registers[(x[20:16])];
ALU a2(aluctr[3:0],busa,({ 32{(~alusrc)} }&busb) | ({ 32{alusrc} }&{ {16{extop}},x[15:0] }),alubus,temp);
assign zero = (~alubus[0]); 
endmodule
module Main_Processor(input clock, output wire [31:0]busa, output wire [31:0]busb, output wire [31:0]busw, output wire [31:0]x);
wire [31:0]jal_pc,instruction;
reg branch1,zero1,jump1;
wire [31:0]recent_instr;
reg [31:0]inp_instr;
initial begin
	inp_instr <= 32'b00000000000000000000000000000000;
	branch1 <= 0;
	jump1 <= 0;
	zero1 <= 0;
end
fetch f1(clock,branch1,zero1,jump1,recent_instr,instruction,jal_pc);
assign x = instruction[31:0];
always@(negedge clock)
begin
	inp_instr <= instruction[31:0];
end
decode_and_execute e1(clock,inp_instr,jal_pc,recent_instr,jump,branch,zero,busw,busa,busb); 
always@(*)
begin
branch1 <= branch;
zero1 <= zero;
jump1 <= jump;
end
endmodule
$ cat constraint.sdc
current_design Main_Processor

set clk_period 2.8
set clk_io_pct 0.2

create_clock -name clk0 -period $clk_period [get_ports {clock}]

set non_clock_inputs [all_inputs -no_clocks]
set_input_delay [expr $clk_period * $clk_io_pct] -clock clk0 $non_clock_inputs
set_output_delay [expr $clk_period * $clk_io_pct] -clock clk0 [all_outputs]
$ cat run.sh
#!/bin/bash
# OpenROAD 26Q1-2900-gdf79404cd8, Yosys 0.63+post, stock flow scripts
make -C /OpenROAD-flow-scripts/flow DESIGN_CONFIG=/design/flow/config.mk WORK_HOME=/design/flow/orfs finish
==> impl_metrics.xml <==
<?xml version="1.0" encoding="UTF-8"?>
<metrics>
  <group name="grt">
    <metric name="grt_antenna_before_repair" unit="">0</metric>
    <metric name="grt.met1_usage" unit="%">16.8</metric>
    <metric name="busiest_layer" unit="">met2</metric>
    <metric name="grt_remaining_overflow" unit="">0</metric>
    <metric name="grt_max_degree" unit="">11</metric>
    <metric name="globalRouteTotalUtil" unit="%">13.7</metric>
    <metric name="grt_pass1_wl" unit="um">11600</metric>
    <metric name="globalRouteMet3Util" unit="%">4.67</metric>
    <metric name="grt_pass1_vias" unit="">2285</metric>
    <metric name="grt.met2_usage" unit="%">22.8</metric>
  </group>
  <group name="critical_path">
    <metric name="cp_data_arrival_time" unit="ns">3.46</metric>
    <metric name="crit_slowest_cell" unit="">nor4_4</metric>
    <metric name="worstPathBufferInverterCount" unit="">5</metric>
    <metric name="critical-path-top-delay-family" unit="">buffers and inverters</metric>
    <metric name="crit_path_max_incr_delay" unit="ns">0.35</metric>
    <metric name="critical_path_required" unit="ns">2.24</metric>
    <metric name="endpoint_kind" unit="">output port</metric>
    <metric name="critical_path.most_common_cell" unit="">buf_4</metric>
    <metric name="crit_type" unit="">register to output port</metric>
    <metric name="r2r_setup_slack" unit="ns">1.10</metric>
    <metric name="setup.worst_path.start_class" unit="">register</metric>
    <metric name="critical_path.cell_chain" unit="">nor4_4 &gt; nand3_2 &gt; buf_8 &gt; buf_4 &gt; buf_4 &gt; nor4_4 &gt; buf_4 &gt; buf_6</metric>
    <metric name="critPathMaxFanout" unit="">4</metric>
  </group>
  <group name="flow_run">
    <metric name="drv.max_cap_violation_count" unit="">0</metric>
    <metric name="log.warning_count" unit="">60</metric>
  </group>
  <group name="logic_synthesis">
    <metric name="netlist_top_cells_count" unit="">70 x buf_4, 32 x dfxtp_1, 10 x nor3_1, 10 x nor4_2, 9 x nor4_1</metric>
    <metric name="synth-seq-cells" unit="">32</metric>
    <metric name="edf_count" unit="">0</metric>
    <metric name="synth_largest_type_area_fraction" unit="%">36.0</metric>
    <metric name="portion_of_netlist_area_occupied_by_mux_cells" unit="%">1.19</metric>
    <metric name="synth.avg_cell_area" unit="um^2">9.73</metric>
    <metric name="logic_family" unit="">buffers and inverters</metric>
    <metric name="ys_seq_share" unit="%">36.0</metric>
    <metric name="ys_sh_xor" unit="%">0</metric>
    <metric name="synth.lib_cells_used.distinct" unit="">33</metric>
    <metric name="postSynthCellCount" unit="">183</metric>
    <metric name="synthTopCellsByArea" unit="">dfxtp_1 36%, buf_4 30%, nor4_2 7.0%</metric>
    <metric name="yosys_most_used_dff" unit="">dfxtp_1</metric>
    <metric name="async_reset_ff_share" unit="%">0</metric>
    <metric name="synth_stat.cells" unit="">183</metric>
    <metric name="synth.largest_area_cell" unit="">dfxtp_1</metric>
    <metric name="yosys.area_share.simple" unit="%">27.6</metric>
    <metric name="synth_compound_gate_area_share" unit="%">3.16</metric>
    <metric name="synth_warnings" unit="">9</metric>
    <metric name="synthMostInstantiatedCell" unit="">buf_4</metric>
    <metric name="synth-adder-area-share" unit="%">0</metric>
    <metric name="yosysChipArea" unit="um^2">1780</metric>
    <metric name="synth.cell_area" unit="um^2">1780</metric>
  </group>
  <group name="power_and_ir_drop">
    <metric name="p_sw" unit="uW">402</metric>
    <metric name="pwr-share-clk" unit="%">49.6</metric>
    <metric name="cellInternalPower" unit="uW">889</metric>
    <metric name="power_frac_seq" unit="%">36.0</metric>
    <metric name="sw_ratio" unit="%">31.1</metric>
    <metric name="leak" unit="uW">0.00219</metric>
    <metric name="areal_power_density_over_the_cells" unit="nW/um^2">315</metric>
    <metric name="vdd_ir_drop_max" unit="uV">213</metric>
    <metric name="power.share.combinational" unit="%">14.5</metric>
  </group>
  <group name="placement">
    <metric name="buffer_ports.inserted" unit="">90</metric>
    <metric name="hpwlAfterDp" unit="um">4770</metric>
    <metric name="weighted_congestion_at_the_end_of_routability_driven_global_placement" unit="">0.869</metric>
    <metric name="pre_cts_slack" unit="ns">-1.21</metric>
  </group>
  <group name="drt">
    <metric name="routed_wl" unit="um">7710</metric>
    <metric name="post-route-drc-count" unit="">0</metric>
    <metric name="diodes" unit="">0</metric>
    <metric name="total_vias_in_the_final_route" unit="">2013</metric>
    <metric name="ant_nets" unit="">0</metric>
    <metric name="routed_wire_length_per_instance" unit="um">16.2</metric>
    <metric name="vias_per_cell" unit="">4.23</metric>
    <metric name="detailedRoute.firstPassIterationCount" unit="">4</metric>
    <metric name="dr.first_iter.drc_count" unit="">77</metric>
  </group>
  <group name="clock_network">
    <metric name="worst_setup_hold_path_clk_slew" unit="ns">0.05</metric>
    <metric name="htree_num_levels" unit="">2</metric>
    <metric name="cts.root.buffer_cell" unit="">clkbuf_8</metric>
    <metric name="clock.latency.late_pin" unit="ns">0.36</metric>
    <metric name="clock_path_buffers" unit="">2</metric>
    <metric name="post_cts_hold_buffer_count" unit="">0</metric>
    <metric name="cts_tree" unit="">yes</metric>
    <metric name="cts_sinks" unit="">32</metric>
    <metric name="tritoncts_buffers" unit="">5</metric>
  </group>
  <group name="final_timing">
    <metric name="setup_slack" unit="ns">-1.22</metric>
    <metric name="timing_worst_slew_pin_value" unit="ns">0.570</metric>
    <metric name="rsz0062_at_grt" unit="">yes</metric>
    <metric name="finalMaxSlewViolations" unit="">0</metric>
    <metric name="finClkSkew" unit="ns">0.0302</metric>
    <metric name="finalHoldViolCount" unit="">0</metric>
    <metric name="slew_headroom" unit="%">62.0</metric>
    <metric name="final_setup_violation_count" unit="">90</metric>
  </group>
  <group name="floorplan">
    <metric name="dieArea" unit="um^2">10600</metric>
    <metric name="std_cell_rows" unit="">30</metric>
    <metric name="floorplan.io_pins" unit="">129</metric>
    <metric name="die_w" unit="um">103</metric>
    <metric name="die_height" unit="um">103</metric>
    <metric name="floorplan.core_area" unit="um^2">6760</metric>
    <metric name="effective_utilization_at_floorplan" unit="%">26.4</metric>
  </group>
  <group name="finish">
    <metric name="top_registers" unit="">e1.Registers x32</metric>
    <metric name="drive_above_1_share" unit="%">74.5</metric>
    <metric name="finalCoreUtilization" unit="%">60.7</metric>
    <metric name="final.fill_count" unit="">456</metric>
    <metric name="largest_reg_flops" unit="">32</metric>
    <metric name="areaGrowthSynthToFinish" unit="%">130</metric>
    <metric name="regMostFlops" unit="">e1.Registers</metric>
  </group>
  <group name="outcome">
    <metric name="outcome" unit="">finished with violations</metric>
    <metric name="violations" unit="">negative setup slack</metric>
  </group>
  <group name="min_path">
    <metric name="hp-class" unit="">register to register</metric>
  </group>
</metrics>
## power groups by stage
stage	clock network, uW	logic (uW)	registers [uW]
4_1_cts	625	179	467
5_1_grt	724	198	464
6_report	640	187	465
## stage by stage
stage	std cells	setup TNS (ns)	hold slack [ns]	power (uW)	cell area, um^2
final	476	-36.40	0.601	1290	4100
after global routing	476	-41.24	0.626	1390	4100
after CTS	482	-45.66	0.573	1270	4100
after detailed placement	386	-35.33	0.622	628	2940
after global placement	386	-34.81	0.606	628	2940
after floorplan	225	-8.22	0.487	620	1990
## cell usage in the layout, fill, tap and decap left out, types with 2 or more instances in the layout
cell / count
nand4_1: 2
and3b_1: 2
dfxtp_2: 25
nand2_1: 3
nor2b_1: 3
buf_6: 104
buf_2: 31
buf_12: 3
nor4_4: 22
inv_1: 33
clkbuf_2: 20
buf_8: 5
a22oi_1: 2
buf_4: 44
nor3_4: 9
clkbuf_8: 5
nor2_1: 3
dfxtp_4: 7
nor2b_2: 2
conb_1: 43
buf_16: 2
o21ai_2: 2
## cell type report
class	count	area (um^2)	area share (%)
Clock buffer	5	68.8	1.68
Tap cell	80	100	2.44
Timing Repair Buffer	209	1950	47.5
Multi-Input combinational cell	115	1130	27.5
Clock inverter	35	160	3.91
Sequential cell	32	698	17.0
## layer usage
metal	routed length [um]	part of all wire [%]	up-vias
li1	-	-	953
met1	3320	43	967
met2	3770	49	86
met3	541	7.0	7
met4	75	0.97	0
met5	0	0	-
## cell families after synthesis
family | count (synthesis)
buffers and inverters | 78
AOI/OAI and AO/OA | 9
DFF | 32
and+or+nand+nor | 61
muxes | 2
other | 1
## worst paths after layout
| kind | startpoint | to | cells past startpoint |
|---|---|---|---|
| worst max register to register | e1.Registers[0][23] | e1.Registers[0][11] | 7 |
| worst max-delay path | e1.Registers[0][23] | busw[11] | 8 |
| worst min register to register | e1.Registers[0][2] | e1.Registers[0][13] | 2 |
| worst min-delay path | e1.Registers[0][2] | e1.Registers[0][13] | 2 |
## tightest hold or removal path, cell delays in order (launching register included)
cell and delay, ns:
dfxtp_4 0.37, buf_4 0.15, nor4b_4 0.05
## repair_timing
| item | CTS | global route |
|---|---|---|
| pin swaps | 17 | 11 |
| endpoints found under the setup margin | 90 | 90 |
| cloned | 3 | 0 |
| gates resized | 404 | 92 |
| setup buffers | 60 | 24 |
| hold endpoints to repair | 0 | 0 |
Power and IR drop assume default switching activity.
